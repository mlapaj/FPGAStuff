## design.v

```verilog
module wbreg_demo
(
    wb_clk_i, 
    wb_rst_i, 
    arst_i, 
    wb_adr_i, 
    wb_dat_i, 
    wb_dat_o,
    wb_we_i, 
    wb_stb_i, 
    wb_cyc_i, 
    wb_ack_o
);
	parameter ARST_LVL = 1'b0;  
	input         wb_clk_i;      
	input         wb_rst_i;      
	input         arst_i;        
	input  [4:0]  wb_adr_i;      
	input  [31:0] wb_dat_i;      
	output [31:0] wb_dat_o;      
	input         wb_we_i;       
	input         wb_stb_i;      
	input         wb_cyc_i;      
	output        wb_ack_o;      
	reg    [31:0] wb_dat_o;
	reg           wb_ack_o;
	reg  [31:0] reg0; 
	reg  [15:0] reg1;  
	reg  [ 7:0] reg2;
	wire rst_i = arst_i ^ ARST_LVL;
	always @(posedge wb_clk_i)
	  wb_ack_o <= #1 wb_cyc_i & wb_stb_i & ~wb_ack_o;
	always @(posedge wb_clk_i)
	begin
        case (wb_adr_i) // synopsys parallel_case
        5'h00: wb_dat_o <= #1 reg0; 
        5'h04: wb_dat_o <= #1 {16'h0, reg1};
        5'h08: wb_dat_o <= #1 {24'h0, reg2};
        default: wb_dat_o <= #1 0;    
	  endcase
	end
    always @(posedge wb_clk_i)
    begin
        if(wb_stb_i && wb_we_i)
            case (wb_adr_i)
                5'h00 : reg0 <= #1 wb_dat_i[31:0];
                5'h04 : reg1 <= #1 wb_dat_i[15:0];
                5'h08 : reg2 <= #1 wb_dat_i[7:0];
	            default: ;
            endcase
    end
endmodule
```

## run.sh

```bash
#!/bin/bash
# OpenROAD 26Q1-2900-gdf79404cd8, Yosys 0.63+post, stock flow scripts
make -C /OpenROAD-flow-scripts/flow DESIGN_CONFIG=/design/flow/config.mk WORK_HOME=/design/flow/orfs finish
```

## config.mk

```make
export PLATFORM = sky130hd
export DESIGN_NAME = wbreg_demo
export DESIGN_NICKNAME = wbreg_demo
export VERILOG_FILES = /design/flow/design.v
export SDC_FILE = /design/flow/constraint.sdc
export NUM_CORES = 4
export LEC_CHECK = 1
export CORE_UTILIZATION = 50
```

## constraint.sdc

```tcl
current_design wbreg_demo

set clk_period 4.2
set clk_io_pct 0.2

create_clock -name clk0 -period $clk_period [get_ports {wb_clk_i}]

set non_clock_inputs [all_inputs -no_clocks]
set_input_delay [expr $clk_period * $clk_io_pct] -clock clk0 $non_clock_inputs
set_output_delay [expr $clk_period * $clk_io_pct] -clock clk0 [all_outputs]
```

==> flow_summary.json <==
{
  "critical_path.top_delay_family": "buffers and inverters",
  "start_kind": "input pin",
  "maxSlewHeadroom_pct": 48.0,
  "cts_setup_buffers": 0,
  "ctsResizeCount": 0,
  "grt.total_usage_pct": 17.2,
  "path_max_fanout": 16,
  "dpl.hpwl_um": 3110,
  "ys_cells": 169,
  "cp-end-kind": "flip-flop",
  "wl_per_cell_um": 14.6,
  "report.final.slew_viol_count": 0,
  "die_height_um": 80.6,
  "coreArea_um2": 5960,
  "status": "finished clean",
  "crit_cells": 4,
  "cp.buffers_inverters": 2,
  "port_buffers": 73,
  "fp_util_pct": 51.9,
  "grt_pass1_wl_um": 7650,
  "antenna_cells": 0,
  "htreeDepth": 3,
  "reg2reg_to": "wb_dat_o[7]",
  "reg2regPathDepth": 2,
  "tritoncts": "built",
  "skew_ns": 0.00283,
  "synth.avg_cell_area_um2": 18.3,
  "power_mw": 1.52,
  "peakVddDrop_uv": 250,
  "worstMarginPinSlew_ns": 0.781,
  "hold_depth": 1,
  "clkLatencyLatePin_ns": 0.33,
  "min_period_ns": 2.75,
  "synth-seq-cells": 89,
  "die-area_um2": 6500,
  "overflow": 0,
  "drc": 0,
  "endpoint": "reg0[1]",
  "viasPerCell": 5.02,
  "crit_slowest_cell": "clkdlybuf4s50_1",
  "postRouteAntennaNets": 0,
  "ys_seq_share_pct": 75.8,
  "hold_class": "flip-flop to flip-flop",
  "yosysChipArea_um2": 3090,
  "drt_first_pass_iters": 5,
  "io_pins": 76,
  "crit_chain": "clkdlybuf4s50_1 > or3_1 > nor4_4 > buf_4",
  "crit_required_ns": 4.23,
  "syn_inst": 169,
  "numCtsBuffers": 9,
  "place_area_um2": 3850,
  "syn_area_um2": 3090,
  "pre_cts_ws_ns": 1.04,
  "routabilityCongestion": 0.743,
  "crit_type": "input pin to flip-flop",
  "clock.fmax_ghz": 0.363,
  "power.leakage_nw": 1.35,
  "cap_violations": 0,
  "setup_viol": 0,
  "clkTransAtPathRegs_ns": 0.08,
  "fin_setup_tns_ns": 0,
  "warnings": 28,
  "cp_data_arrival_time_ns": 2.78,
  "drtIter0Drc": 35,
  "reg2reg_slack_ns": 3.40,
  "syn2layout_area_growth_pct": 30.2,
  "routed_wl_um": 4750,
  "rsz0062_at_grt": "false",
  "clk_path_buf_depth": 2,
  "post-route-period-util_pct": 65.5,
  "drive_above_1_share_pct": 17.6,
  "antenna_found_initial": 0,
  "cts_hold_buf": 0,
  "synth_cell_type_count": 20,
  "rr_startpoint": "reg0[7]",
  "cts_sinks": 89,
  "p_per_area_nw_per_um2": 377,
  "worstSetupStartpoint": "wb_adr_i[3]",
  "die_x_um": 80.6,
  "root_buffer": "clkbuf_8",
  "yosys_warnings": 2,
  "final.setup.worst_slack_ns": 1.45,
  "rows": 28,
  "grt_max_degree": 35,
  "hold_viol": 0,
  "cp_slowest_stage_delay_ns": 0.72,
  "grt_pass1_vias": 1666,
  "final_area_um2": 4020,
  "num_vias": 1631
}
[worst reg2reg max path: stages (launching register included)]
cell      delay (ns)
edfxtp_1        0.39
mux2i_1         0.17
o32ai_2         0.11
[worst min path at each step]
stage	endpoint	slack, ns	start
6_report	wb_ack_o	0.41	wb_ack_o
4_1_cts	wb_ack_o	0.41	wb_ack_o
5_1_grt	wb_ack_o	0.43	wb_ack_o
[kinds of logic after synthesis]
| logic type | synth area share (%) |
|---|---|
| AND-OR/OR-AND | 4.21 |
| buffers and inverters | 3.64 |
| flip-flops | 75.8 |
| multiplexers | 5.18 |
| AND/OR/NAND/NOR | 11.1 |
[per-layer routing]
metal  GRT usage (%)  wire (um)
met3            5.19        352
met2            27.5       2320
met1            25.9       1990
met5               0          0
met4            3.21         90
[where the power goes]
| part | switching, mW | internal (mW) | total (mW) |
|---|---|---|---|
| Combinational | 0.0377 | 0.0505 | 0.0882 |
| Clock | 0.275 | 0.216 | 0.491 |
| Sequential | 0.00205 | 0.935 | 0.937 |
[flip-flops by register name, indices dropped and copies added, names as in the netlist]
register / cells
reg0: 32
reg1: 16
reg2: 8
wb_ack_o: 1
wb_dat_o: 32
[cells in the final DEF, fill, tap and decap left out, types with 2 or more instances in the layout]
master and n:
dfxtp_1 33, buf_2 2, nor4b_1 6, edfxtp_1 56, o32ai_2 8, clkinv_4 2, nor4b_2 9, nand2_1 10
buf_4 5, clkdlybuf4s50_1 71, clkinvlp_4 2, nor2_1 9, nor4_4 2, mux2i_1 16, clkbuf_8 9
[through the flow]
step | utilization, % | hold WS (ns) | instances
2_1_floorplan | - | 0.366 | 169
3_3_place_gp | 64.6 | 0.399 | 309
3_5_place_dp | 64.6 | 0.403 | 309
4_1_cts | 67.5 | 0.415 | 325
5_1_grt | 67.5 | 0.428 | 325
6_report | 67.5 | 0.413 | 325
[area by class of cell]
cell class	instances	area, um^2
flip-flops and latches	89	2340
fillers	417	1930
repair buffers	78	758
multi-input cells	66	652
clock buffers	10	128
well taps	75	93.8
clock inverters	6	43.8
inverters	1	3.75
[synthesized netlist by cell type]
| library cell | n | area [um^2] |
|---|---|---|
| nor2_1 | 9 | 33.8 |
| buf_2 | 3 | 15.0 |
| nor2_2 | 1 | 6.26 |
| nor4b_2 | 9 | 135 |
| or4_1 | 1 | 7.51 |
| o32ai_2 | 8 | 130 |
| nand3_1 | 1 | 5.00 |
| nor4b_1 | 6 | 52.6 |
| buf_8 | 1 | 15.0 |
| nor4b_4 | 1 | 23.8 |
| nand2_1 | 10 | 37.5 |
| buf_6 | 6 | 67.6 |
| or3_1 | 1 | 6.26 |
| dfxtp_1 | 33 | 661 |
| or4_4 | 1 | 11.3 |
| nor4_2 | 2 | 25.0 |
| clkbuf_1 | 3 | 11.3 |
| inv_1 | 1 | 3.75 |
| edfxtp_1 | 56 | 1680 |
| mux2i_1 | 16 | 160 |
No activity file was given, so power comes from the tool's default toggle rates.
