## flow/run.sh

```bash
#!/bin/bash
# OpenROAD 26Q1-2900-gdf79404cd8, Yosys 0.63+post, stock flow scripts
make -C /OpenROAD-flow-scripts/flow DESIGN_CONFIG=/design/flow/config.mk WORK_HOME=/design/flow/orfs finish
```

## flow/design.v

```verilog
module ahbreg_demo
(
    input             hclk,
    input             hresetn,
    input      [31:0] haddr,
    input       [1:0] htrans,
    input             hwrite,
    input             hsize,
    input             hburst,
    input      [31:0] hwdata,
    input             hsel,
    input             hready_in,
    output            hready,
    output reg [31:0] hrdata,
    output      [1:0] hresp
);
parameter RESP_OK = 2'b0;
wire          cmd_valid;
reg    [15:0] addr_reg;
reg           cmd_wr;
reg    [31:0] reg0;
reg    [31:0] reg1;
assign  cmd_valid = hready_in && hsel && htrans[1] && (haddr[31:28] == 4'h8);
assign  hready    = 1'b1;
assign  hresp     = RESP_OK;
always@(posedge hclk or negedge hresetn)
begin
    if(!hresetn) begin
        addr_reg <= 16'b0;
        cmd_wr   <= 1'b0;
    end
    else if(cmd_valid) begin
        addr_reg <= haddr[15:0];
        cmd_wr   <= hwrite;
    end
    else begin
        addr_reg <= 16'b0;
        cmd_wr   <= 1'b0;
    end
end
always@(*)
begin
    case({cmd_wr,addr_reg})
        17'h0_0000: hrdata = reg0;
        17'h0_0004: hrdata = reg1;
        default:    hrdata = 32'b0;
    endcase
end
always@(posedge hclk or negedge hresetn)
begin
    if(!hresetn) begin
        reg0 <= 32'b0;
        reg1 <= 32'b0;
    end
    else if((addr_reg == 16'h0000) && cmd_wr) begin
        reg0 <= hwdata;
    end
    else if((addr_reg == 16'h0004) && cmd_wr) begin
        reg1 <= hwdata;
    end
end
endmodule
```

## flow/constraint.sdc

```tcl
current_design ahbreg_demo

set clk_period 6.7
set clk_io_pct 0.2

create_clock -name clk0 -period $clk_period [get_ports {hclk}]

set non_clock_inputs [all_inputs -no_clocks]
set_input_delay [expr $clk_period * $clk_io_pct] -clock clk0 $non_clock_inputs
set_output_delay [expr $clk_period * $clk_io_pct] -clock clk0 [all_outputs]
```

## flow/config.mk

```make
export PLATFORM = sky130hd
export DESIGN_NAME = ahbreg_demo
export DESIGN_NICKNAME = ahbreg_demo
export VERILOG_FILES = /design/flow/design.v
export SDC_FILE = /design/flow/constraint.sdc
export NUM_CORES = 4
export LEC_CHECK = 1
export CORE_UTILIZATION = 40
```

==> flow_summary.yaml <==
# physical design summary
logic_synthesis:
  yosysSeqAreaShare_pct: 60.9
  synthMostInstantiatedCell: "dfrtp_1"
  top_logic_kind: "multiplexers"
  ys_types: 17
  netlist_area_um2: 3330
  synth_adder_area_share_pct: 0
  xor_area_share_pct: 0
  simple_gate_share_pct: 5.60
  synth_cells: 226
  async_flop_share_pct: 100
  yosys_warnings: 1
  top_cells_by_area: "dfrtp_1, mux2_2, a22o_1"
  yosysTopAreaCell: "dfrtp_1"
  edf_count: 0
  ys_cells: 226
  common_cells: "dfrtp_1, mux2_2, a22o_1"
  compound_area_share_pct: 8.42
  synthMuxAreaShare_pct: 21.7
  synth.avg_cell_area_um2: 14.7
  synth_top_area_share_pct: 60.9
  ff_type: "dfrtp_1"
  ys_chip_area_um2: 3330
  synth_flops: 81
floorplan:
  core_region_area_um2: 7890
  initial_core_util_pct: 42.2
  die_h_um: 93.2
  num_rows: 32
  io_pins: 108
  die_w_um: 93.2
  die-area_um2: 8690
sta:
  maxSlewHeadroom_pct: 43.4
  setup_violations: 0
  hold_violations: 0
  skew_ns: 0.0104
  fmax_mhz: 227
  grt_setup_unrepaired: "false"
  worstMarginPinSlew_ns: 0.848
  fin_crit_ns: 4.41
  setup_tns_ns: 0
  finalCritPeriodShare_pct: 65.9
  finalMaxSlewViolations: 0
grt:
  grt_usage_pct: 16.6
  antenna_found_initial: 0
  overflow: 0
  grt_pass1_vias: 2247
  grt_pass1_wl_um: 10700
  grt_max_degree: 51
cts:
  cts_tree: "built"
  cts_buffers: 9
  htreeDepth: 3
  cts_setup_buffers: 0
  clkTransAtPathRegs_ns: 0.07
  clockRootBuffer: "clkbuf_8"
  cts_hold_buf: 0
  insertion_delay_ns: 0.34
  cts_sinks: 81
  clk_path_buf_depth: 2
  cts_resized: 0
power_and_ir_drop:
  ir_drop_uv: 130
  fin_total_pwr_mw: 0.964
  p_leak_nw: 2.11
  power.density_nw_per_um2: 213
worst_setup_path:
  crit_fanout: 26
  max_stage_delay_ns: 0.51
  worst-setup-path-type: "reg -> out"
  cp_num_buf_inv: 2
  critPathArrivalTime_ns: 3.07
  setup.worst_path.start_class: "register"
  cp-end-kind: "primary output"
  cp_slowest_cell: "nor3_2"
  critPathTopFamily: "simple AND/OR/NAND/NOR gates"
  required_ns: 5.36
  crit_chain: "nor4_1 -> nand4_1 -> nor3_2 -> buf_4 -> a22o_1 -> clkdlybuf4s50_1"
route:
  drc_errors: 0
  detail-route-antenna-nets: 0
  drt_pass1_iterations: 2
  routed_wl_um: 6270
  diodes: 0
  wl_per_cell_um: 14.8
  via_per_inst: 4.92
  drt_iter0_markers: 89
  vias: 2092
cells_and_area:
  drive_above_1_share_pct: 27.9
  finalNonFillerCells: 425
  utilization_pct: 57.2
  areaGrowthSynthToFinish_pct: 35.7
  fillers: 637
  finalInstanceArea_um2: 4520
status:
  outcome: "completed"
placement:
  port_buffers: 89
  place_inst: 409
  place.gp.congestion: 0.721
  hpwl_um: 4190
  placed_area_um2: 4320
flow_run:
  maxCapViolCount: 0
  warning_count: 40
worst_hold_path:
  min_path_type: "reg -> reg"
## cells by family after synthesis
logic type	Yosys count
AOI/OAI and AO/OA	32
DFF	81
other	2
muxes	64
and+or+nand+nor	31
buffers and inverters	16
## layout make-up
| type | instances | area [um2] | share of cell area, % |
|---|---|---|---|
| clock buffer | 12 | 145 | 3.21 |
| clock inverter | 4 | 52.6 | 1.16 |
| multi-input combinational | 130 | 1220 | 27.1 |
| sequential | 81 | 2030 | 44.9 |
| tap | 102 | 128 | 2.83 |
| timing repair buffer | 96 | 941 | 20.8 |
## through the flow
stage | hold slack (ns) | setup WS, ns
floorplan | 0.481 | 3.84
global placement | 0.489 | 2.62
detailed placement | 0.496 | 2.59
CTS | 0.514 | 2.22
global route | 0.523 | 2.01
finish | 0.509 | 2.29
## cell usage in the layout, fill, tap and decap left out, drive strengths merged
cell and instances:
nand3 1, nand2 2, dfrtp 81, bufinv 1
nand4 1, nor2 2, buf 8, a22o 32
clkinvlp 3, clkdlybuf4s50 88, nor3b 2, nor3 3
conb 3, and2 17, mux2 64, nor4 3
clkbuf 12
## routing by layer
metal	global-route usage (%)	part of all wire, %
met5	0	0
met2	24.9	44
met3	5.46	7.2
met4	1.67	1.2
met1	25.9	48
## power by group
group          internal [mW]  leakage (nW)  switching (mW)
logic                 0.0765         0.904          0.0296
registers              0.504          1.12         0.00737
clock network          0.183        0.0888           0.163
total                  0.763          2.11           0.200
## final timing paths
check / startpoint / to / slack [ns] / cells after the start
setup / recovery: addr_reg[5] / hrdata[14] / 2.29 / 6
hold / removal: reg1[5] / reg1[5] / 0.51 / 1
setup reg to reg: addr_reg[5] / reg0[5] / 3.87 / 5
hold reg to reg: reg1[5] / reg1[5] / 0.51 / 1
max in group asynchronous: hresetn / reg0[3] / 4.82 / 2
min in group asynchronous: hresetn / reg0[2] / 0.92 / 1
No activity file was given, so power comes from the tool's default toggle rates.
