==> ./design.v <==
module simple_apb_module #(
    parameter ADDR_WIDTH = 16,
    parameter DATA_WIDTH = 32
) (
    input  wire                 PCLK,        
    input  wire                 PRESETn,     
    input  wire                 PSEL,        
    input  wire                 PENABLE,     
    input  wire                 PWRITE,      
    input  wire [ADDR_WIDTH-1:0] PADDR,       
    input  wire [DATA_WIDTH-1:0] PWDATA,      
    output reg  [DATA_WIDTH-1:0] PRDATA,      
    output reg                  PREADY,      
    output reg                  PSLVERR      
);
    reg [DATA_WIDTH-1:0] memory [0:(1 << ADDR_WIDTH)-1];
    always @(negedge PRESETn or posedge PCLK) begin
        if (!PRESETn) begin
            PREADY  <= 1'b0;
            PSLVERR <= 1'b0;
            PRDATA  <= {DATA_WIDTH{1'b0}};
        end else begin
            if (PSEL && PENABLE) begin
                PREADY  <= 1'b1;  
                PSLVERR <= 1'b0;  
                if (PWRITE) begin
                    memory[0] <= PWDATA;
                end else begin
                    PRDATA <= memory[0];
                end
            end else begin
                PREADY <= 1'b0;  
            end
        end
    end
endmodule
==> ./run.sh <==
#!/bin/bash
# OpenROAD 26Q1-2900-gdf79404cd8, Yosys 0.63+post, stock flow scripts
make -C /OpenROAD-flow-scripts/flow DESIGN_CONFIG=/design/flow/config.mk WORK_HOME=/design/flow/orfs finish
==> ./config.mk <==
export PLATFORM = sky130hd
export DESIGN_NAME = simple_apb_module
export DESIGN_NICKNAME = simple_apb_module
export VERILOG_FILES = /design/flow/design.v
export SDC_FILE = /design/flow/constraint.sdc
export NUM_CORES = 4
export LEC_CHECK = 1
export CORE_UTILIZATION = 30
==> ./constraint.sdc <==
current_design simple_apb_module

set clk_period 1.0
set clk_io_pct 0.2

create_clock -name clk0 -period $clk_period [get_ports {PCLK}]

set non_clock_inputs [all_inputs -no_clocks]
set_input_delay [expr $clk_period * $clk_io_pct] -clock clk0 $non_clock_inputs
set_output_delay [expr $clk_period * $clk_io_pct] -clock clk0 [all_outputs]
==> results.cfg <==
; synthesis and place-and-route metrics
[outcome]
status = complete, but fails checks
violations = hold timing, setup timing

[logic_synthesis]
syn_avg_cell_area_um2 = 22.3
synth.yosys.seq_area_share = 0.764
yosys_area_um2 = 2340
ys_cells = 105
ys.warnings.count = 2
netlist.area_leader.share = 0.411
yosys.cell_types.count = 10
ys_top_cells_by_area = edfxtp_1 41%, dfrtp_1 35%, mux2_4 19%
ys.flops = 65
postSynthCellCount = 105
yosysTopAreaCell = edfxtp_1
synth_area_um2 = 2340

[clock_tree]
cts_root_buf = clkbuf_8
cts_buffers = 9
path_clk_slew_ns = 0.07
clkLatencyLatePin_ns = 0.33
cts.sinks = 65
cts_tree = done
htreeDepth = 3
clockBufferDepth = 2

[drt]
num_antenna_cells = 0
detail_route.wl_per_cell_um = 14.2
drc = 0
drtIter0Drc = 55
via_count = 1291
wl_met2_um = 1910
ant_nets = 0
wl_met3_um = 428
drt-met1-wl_um = 2080
top_layer = met4
dr.pass1.iters = 4
wl_um = 4480
post_drt_via_cell_ratio = 4.10

[critical_path]
cpPeakStageDelay_ns = 0.40
worstPathArrival_ns = 0.85
cp.depth = 1
rr_worst_depth = 3
worstSetupStartpointType = flop
critPathLaunch = PRDATA[14]$_DFFE_PN0P_
crit_fanout = 2
path_cells = buf_2
regToRegEndpoint = PRDATA[24]$_DFFE_PN0P_
cp-end-kind = output pin
r2r_slack_ns = 0.03
r2r_start = PRDATA[24]$_DFFE_PN0P_
cp_top_family = flip-flops
cp.required_ns = 0.80
cp_num_buf_inv = 1
crit_type = reg2out
crit_slowest_cell = dfrtp_1

[placement]
hpwlAfterDp_um = 2740
place_ws_ns = -0.568
port_buffers = 69
place_congestion = 0.713

[layout]
layout-drive-gt1-share = 0.546
logic_area_um2 = 517
fill_cells = 625
seq_area_um2 = 1790
synthToLayoutAreaGrowth_pct = 52.6

[floorplanning]
fp-row-count = 31
core-area_um2 = 7410
die_h_um = 90.3
chip_area_um2 = 8150
dieWidth_um = 90.3
io_pins = 87
initial_core_util = 0.315

[final_timing]
period_used_share = 1.05
fin_ws_ns = -0.0520
fmax_mhz = 951
tns_ns = -0.809
drv_slew = 0
hold_slack_ns = -0.0874
rsz0062_at_grt = true
setup_viol = 33
min_period_ns = 1.05
skew_ns = 0.00542
hold_viol_final = 33

[worst_hold_path]
hold_class = in2async

[grt]
grt_pass1_wl_um = 7390
antenna_found_initial = 0
grt_pass1_vias = 1396
track_usage = 0.123
gr-total-overflow = 0
grt_max_degree = 34

[flow_run]
warning_count = 46
cap_violations = 0

[power_and_ir_drop]
leakagePower_nw = 1.61
peakVddDrop_v = 0.000889
powerDensity_nw_per_um2 = 1870
[synth_stat cells]
cell type and instances:
dfrtp_1 33, edfxtp_1 32, mux2_4 30, buf_6 3
mux2_2 2, and2_1 1, and3_1 1, buf_4 1
conb_1 1, nand3b_4 1
[cell families (layout without fill, tap and decap cells)]
group,after synthesis,after routing,synth area share
flops,65,65,0.764
buf+inv,4,115,0.0177
simple gates,3,3,0.0139
other cells,1,1,0.00160
mux,32,32,0.202
[power breakdown]
group	leakage (nW)	switching [mW]	total (mW)	internal [mW]
clock	0.115	0.945	2.48	1.53
sequential	0.682	0.138	3.22	3.08
combinational	0.814	0.222	0.970	0.748
total	1.61	1.31	6.66	5.36
[registers in the layout (all words and copies together) (netlist names)]
register  flops
memory       32
PRDATA       32
PREADY        1
[cell type report]
| class | count | share of cell area |
|---|---|---|
| clock inverter | 5 | 0.0217 |
| timing repair buffer | 99 | 0.255 |
| sequential | 65 | 0.501 |
| tap | 99 | 0.0347 |
| multi-input combinational | 36 | 0.145 |
| clock buffer | 11 | 0.0424 |
[cell usage in the layout (no fill, tap or decap)]
cell	n
buf_2	34
dfrtp_1	33
clkdlybuf4s50_1	32
edfxtp_1	32
mux2_4	30
buf_4	16
clkbuf_8	11
buf_12	6
buf_6	4
clkbuf_2	3
mux2_2	2
clkinv_2	2
bufinv_16	2
buf_16	2
bufbuf_16	2
and2_4	1
and3_4	1
nand3b_4	1
conb_1	1
clkinvlp_4	1
[metal layers]
layer,up-vias,track usage
met2,61,0.164
met4,0,0.0161
met3,8,0.0547
li1,598,-
met1,624,0.204
met5,-,0
[repair_timing]
item / CTS / global route
buffers inserted: 12 / 5
gates cloned: 4 / 0
pin swaps: 0 / 0
gates resized: 110 / 4
hold endpoints to repair: 33 / 33
setup endpoints to repair: 97 / 66
[worst max-delay path by stage]
stage	slack, ns	end
after CTS	-0.07	PRDATA[15]
after global routing	-0.1	PRDATA[23]
final	-0.05	PRDATA[14]
[per-stage QoR]
stage,cell area [um^2],instances,hold slack (ns),power [mW],util
2_1_floorplan,2340,105,-0.0956,3.55,-
3_3_place_gp,3250,281,0.273,4.29,0.439
3_5_place_dp,3250,281,0.292,4.30,0.439
4_1_cts,3540,312,-0.0712,6.69,0.478
5_1_grt,3570,315,-0.0533,6.98,0.482
6_report,3570,315,-0.0874,6.66,0.482
Power figures rest on the tool's default switching activity, not on a simulated workload.
